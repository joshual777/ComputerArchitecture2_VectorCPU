<file path="run.sh">
#!/bin/bash
# OpenROAD 26Q1-2900-gdf79404cd8, Yosys 0.63+post, stock flow scripts
make -C /OpenROAD-flow-scripts/flow DESIGN_CONFIG=/design/flow/config.mk WORK_HOME=/design/flow/orfs finish
</file>
<file path="config.mk">
export PLATFORM = sky130hd
export DESIGN_NAME = Execute
export DESIGN_NICKNAME = Execute
export VERILOG_FILES = /design/flow/design.v
export SDC_FILE = /design/flow/constraint.sdc
export NUM_CORES = 4
export LEC_CHECK = 1
export CORE_UTILIZATION = 40
</file>
<file path="constraint.sdc">
current_design Execute

set clk_period 162.0
set clk_io_pct 0.2

create_clock -name clk0 -period $clk_period

set non_clock_inputs [all_inputs -no_clocks]
set_input_delay [expr $clk_period * $clk_io_pct] -clock clk0 $non_clock_inputs
set_output_delay [expr $clk_period * $clk_io_pct] -clock clk0 [all_outputs]
</file>
<file path="design.v">
module ALU #(parameter WIDTH = 19)(  
    input [WIDTH-1:0] A,
	 input [WIDTH-1:0] B,
	 input [3:0] sel,
    output logic [WIDTH-1:0] Out,
	 output logic N,
	 output logic Z,
	 output logic V,
	 output logic C 
);
	logic [WIDTH-1:0] OutSumador;
	logic CSumador,VSumador;
	logic [WIDTH-1:0] OutResta;
	logic CResta,VResta;
	logic [WIDTH-1:0] outMultiplicador;
	logic CMultiplicador,VMultiplicador;
	logic [WIDTH-1:0] outDivider;
	logic CDivider,VDivider;
	Adder_Substractor #(.WIDTH( WIDTH )) Sumador(A,B,OutSumador,sel[0],CSumador,VSumador);
	multiplicador #(.n( WIDTH )) Multiplicador ( A, B,outMultiplicador,CMultiplicador,VMultiplicador);
	divisor #(.n( WIDTH )) Divisor(A, B, outDivider, CDivider,VDivider);
	always_comb begin  
      case (sel)
			4'b0010 : begin
				Out = B;
				C <= 0;
				V <= 0;
			end
			4'b0100 : begin
				Out = OutSumador;
				C <= CSumador;
				V <= VSumador;
			end
			4'b0101 : begin
				Out = OutSumador;
				C <= CSumador;
				V <= VSumador;
			end
			4'b0111 : begin
				Out = outMultiplicador;
				C <= CMultiplicador;
				V <= VMultiplicador;
			end
			4'b0110 : begin
				Out = outDivider;
				C <= CDivider;
				V <= VDivider;
			end
			4'b1111 : begin
				Out = A;
				C <= 0;
				V <= 0;
			end
			default : begin
				Out = A;
				C <= 0;
				V <= 0;
			end
      endcase 
		N <= Out[WIDTH-1];
		Z <= ~|Out;
   end
endmodule
module Adder_Substractor #(parameter WIDTH = 19)  ( A, B, S,SUBS, Cout,V);
input [WIDTH-1:0] A; 
input [WIDTH-1:0] B; 
input SUBS;  
output [WIDTH-1:0] S;
output V;
output Cout;  
genvar i;
genvar j;
logic [WIDTH:0] AuxCarry;
logic [WIDTH-1:0] AuxB;
logic [WIDTH-1:0] AuxZero;
generate
Complement  #(.WIDTH( WIDTH)) FullComplement (B,SUBS,AuxB);
for ( i  = 0 ; i <WIDTH ;i++ ) begin: generate_Adder_Substractor
    if (i==0) begin
        FullAdder bitAdder(A[i],AuxB[i],SUBS,S[i],AuxCarry[i]);
		  or (AuxZero[i],S[i],0);
    end
    else begin
        FullAdder bitAdder(A[i],AuxB[i],AuxCarry[i-1],S[i],AuxCarry[i]);
		  or (AuxZero[i],S[i],AuxZero[i-1]);
    end	
end
	 assign Cout = AuxCarry[WIDTH-1];
	 assign V = ~(A[WIDTH-1] ^ B[WIDTH-1] ^ SUBS) && (A[WIDTH-1] ^ S[WIDTH-1]);
endgenerate
endmodule
module Complement #(parameter WIDTH = 19)  (A,SUBS, S);
input [WIDTH-1:0] A;
input  SUBS;
output [WIDTH-1:0] S;
genvar i;
generate
for ( i  = 0 ; i <WIDTH ;i++ ) begin: ComplementCalc
		xor checkSubs (S[i],SUBS,A[i]);
end 
endgenerate
endmodule
module  FullAdder (input A, B, Cin, output  S, Cout);
logic w_1;  
logic w_2;  
logic w_3;
	xor AxorB	(w_1,A,B);
	xor W_1xorCin	(S,w_1,Cin);
	and W_1andCin	(w_2,w_1,Cin);
	and AandB	(w_3,A,B);
	or	W_1orW_2	(Cout,w_2,w_3);
endmodule
module divisor #(parameter n = 19) (input signed [n-1:0] A, 
													  input signed [n-1:0] B, 
													  output reg [n-1:0] out,
 													  output bit overflow,
													  output bit car);
	reg [n:0] div;	
	assign car = 0;
	always_comb  begin
		div = A/B;
		out = div[n-1:0];
		case (div[n:n-1])
			1'b01: overflow = 1;
			default: overflow = 0;
		endcase
	end
endmodule
module multiplicador #(parameter n = 19) (input signed [n-1:0] A, 
													  input signed [n-1:0] B, 
													  output reg [n-1:0] out,
													  output bit overflow,
													  output bit car);
	reg [2*n-2:0] multi;	
	assign car = 0;
	always_comb  begin
		multi = A*B;
		out[n-1:0] = multi[n-1:0];
		case (multi[2*n-2:n-1])
			{(n){1'b1}}: overflow = 0;
			{(n){1'b0}}: overflow = 0;
			default: overflow = 1;
		endcase
	end
endmodule
module Execute #(parameter DATA_WIDTH = 19, parameter WIDTH = 8,
					 parameter VECTOR_SIZE = 8)
	(input logic [DATA_WIDTH-1:0] scalarData1, scalarData2, scalarInmediate,
	 input logic [VECTOR_SIZE-1:0][WIDTH-1:0] vectorOperand1, vectorOperand2,
	 input [3:0] aluControl,
	 input useInmediate,
	 input useScalarAlu,
	 input isScalarReg2,
	 output logic [WIDTH*VECTOR_SIZE-1:0] out,
	 output logic [WIDTH*VECTOR_SIZE-1:0] dataToWrite,
	 output logic N, Z, V, C
	 );		
	logic [VECTOR_SIZE-1:0][WIDTH-1:0] vectorOut, vectorData2Final;
	logic [DATA_WIDTH-1:0] scalarOut,scalarData2Final;
	mux2  #(.WIDTH(DATA_WIDTH)) inmediateMux(scalarData2, 
				scalarInmediate, useInmediate, scalarData2Final);
	mux2 #(.WIDTH(WIDTH*VECTOR_SIZE)) vectorData2ScalarMux(.d0(vectorOperand2
), 
	.d1({scalarData2Final[7:0],scalarData2Final[7:0], scalarData2Final[7:0], scalarData2Final[7:0],
	scalarData2Final[7:0], scalarData2Final[7:0], scalarData2Final[7:0], scalarData2Final[7:0]}), 
	.s(isScalarReg2), 
	.y(vectorData2Final));		
	ALUV #(.DATA_WIDTH(WIDTH), 
			 .LANES(VECTOR_SIZE)) ALUV
			( 
				 .selector(aluControl),
				 .operand1(vectorOperand1),
				 .operand2(vectorData2Final),
				 .out(vectorOut));
	ALU #(.WIDTH(DATA_WIDTH)) ALU( 
		 .A(scalarData1),
		 .B(scalarData2Final),
		 .sel(aluControl),
		 .Out(scalarOut),
		 .N(N),
		 .Z(Z),
		 .V(V),
		 .C(C) );
	mux2 #(WIDTH*VECTOR_SIZE) executeOutputMux(
	.d0(vectorOut), 
	.d1({{DATA_WIDTH*(VECTOR_SIZE-1){1'b0}}, scalarOut}),  
	.s(useScalarAlu), .y(out));		
	assign dataToWrite = {out[7],out[6],out[5], out[4], out[3], out[2],out[1], out[0]}; 
endmodule
module ALUV #(parameter DATA_WIDTH = 8, 
				parameter LANES = 8,
				parameter SELECTOR_SIZE = 4)
			( 
				 input [SELECTOR_SIZE-1:0] selector,
				 input [LANES-1:0][DATA_WIDTH-1:0] operand1,
				 input [LANES-1:0][DATA_WIDTH-1:0] operand2,
				 output logic [LANES-1:0][DATA_WIDTH-1:0] out);
	integer i;
	logic [LANES-1:0] C, V, N;
	logic [LANES-1:0][DATA_WIDTH-1:0] outSumadorRestador ;
	vectorAdderSubstractor #(.DATA_WIDTH(DATA_WIDTH), .LANES(LANES)) vectorAdderSubstractor(
				 .operand1(operand1),
				 .operand2(operand2),
				 .operationMode(selector[0]),
				 .out(outSumadorRestador),
				 .C(C), 
				 .V(V), 
				 .N(N)
			);
	logic [LANES-1:0][DATA_WIDTH-1:0] outMultiplicadorFP ;
	logic [LANES-1:0] CM, VM, NM;
	vectorFPMultiplier #(.WIDTH(DATA_WIDTH), .LANES(LANES)) vectorFPMultiplier( 
				 .operand1(operand1),
				 .operand2(operand2),
				 .out(outMultiplicadorFP),
				 .C(CM), 
				 .V(VM), 
				 .N(NM)
			);	
	always_comb begin  
      case (selector)  
			4'b0100 : begin
				out = outSumadorRestador;
			end
			4'b1100 : begin
				out = outSumadorRestador;
			end
			4'b1101 : begin
				out = outSumadorRestador;
			end
			4'b0101 : begin
				out = outMultiplicadorFP;
			end
			default begin
				out = operand1;
			end
      endcase 
   end
endmodule
module vectorAdderSubstractor #(parameter DATA_WIDTH = 8, parameter LANES = 8)( 
                 input [LANES-1:0][DATA_WIDTH-1:0] operand1,
                 input [LANES-1:0][DATA_WIDTH-1:0] operand2,
                 input operationMode,
                 output logic [LANES-1:0][DATA_WIDTH-1:0] out,
                 output [LANES-1:0] C, V, N
            );
    Adder_Substractor #(.WIDTH( DATA_WIDTH )) adderSubstractor1(
    operand1[0],operand2[0],out[0], operationMode,C[0],V[0]);
    Adder_Substractor #(.WIDTH( DATA_WIDTH )) adderSubstractor2(
    operand1[1],operand2[1],out[1], operationMode,C[1],V[1]);
    Adder_Substractor #(.WIDTH( DATA_WIDTH )) adderSubstractor3(
    operand1[2],operand2[2],out[2], operationMode,C[2],V[2]);
    Adder_Substractor #(.WIDTH( DATA_WIDTH )) adderSubstractor4(
    operand1[3],operand2[3],out[3], operationMode,C[3],V[3]);
    Adder_Substractor #(.WIDTH( DATA_WIDTH )) adderSubstractor5(
    operand1[4],operand2[4],out[4], operationMode,C[4],V[4]);
    Adder_Substractor #(.WIDTH( DATA_WIDTH )) adderSubstractor6(
    operand1[5],operand2[5],out[5], operationMode,C[5],V[5]);
	 Adder_Substractor #(.WIDTH( DATA_WIDTH )) adderSubstractor7(
    operand1[6],operand2[6],out[6], operationMode,C[6],V[6]);
	 Adder_Substractor #(.WIDTH( DATA_WIDTH )) adderSubstractor8(
    operand1[7],operand2[7],out[7], operationMode,C[7],V[7]);
    assign N[0] = out[0][DATA_WIDTH-1];
    assign N[1] = out[1][DATA_WIDTH-1];
    assign N[2] = out[2][DATA_WIDTH-1];
    assign N[3] = out[3][DATA_WIDTH-1];
    assign N[4] = out[4][DATA_WIDTH-1];
    assign N[5] = out[5][DATA_WIDTH-1];
	 assign N[6] = out[6][DATA_WIDTH-1];
	 assign N[7] = out[7][DATA_WIDTH-1];
endmodule
module vectorFPMultiplier #(parameter WIDTH = 8, parameter LANES = 8)( 
				 input [LANES-1:0][WIDTH-1:0] operand1,
				 input [LANES-1:0][WIDTH-1:0] operand2,
				 output logic [LANES-1:0][WIDTH-1:0] out,
				 output [LANES-1:0] C, V, N
			);
	 multiplicador #(.n( WIDTH )) Multiplicador1 (operand1[0],operand2[0],out[0],
	 C[0],V[0]);
	 multiplicador #(.n( WIDTH )) Multiplicador2 (operand1[1],operand2[1],out[1],
	 C[1],V[1]);
	 multiplicador #(.n( WIDTH )) Multiplicador3 (operand1[2],operand2[2],out[2],
	 C[2],V[2]);
	 multiplicador #(.n( WIDTH )) Multiplicador4 (operand1[3],operand2[3],out[3],
	 C[3],V[3]);
	 multiplicador #(.n( WIDTH )) Multiplicador5 (operand1[4],operand2[4],out[4],
	 C[4],V[4]);
	 multiplicador #(.n( WIDTH )) Multiplicador6 (operand1[5],operand2[5],out[5],
	 C[5],V[5]);
	 multiplicador #(.n( WIDTH )) Multiplicador7 (operand1[6],operand2[6],out[6],
	 C[6],V[6]);
	 multiplicador #(.n( WIDTH )) Multiplicador8 (operand1[7],operand2[7],out[7],
	 C[7],V[7]);
endmodule
module mux2 #(parameter WIDTH = 8)
	(input logic [WIDTH-1:0] d0, d1,
	input logic s,
	output logic [WIDTH-1:0] y);
	assign y = s ? d1 : d0;
endmodule
</file>
==> out/qor.txt <==
Status: finished clean
Seq cells: 0
Dpl cell area: 43700 sq um
Max frequency: 0.00873 GHz
Hold path startpoint: useScalarAlu
Cells after Synth: 5013
GRT Total Usage: 30.3%
Distinct cells, synth: 124
CP max stage cell: o41ai_1
Post-layout minimum cycle time: 114.58 ns
Fin. Hold Viols: 0
RSZ-0062 raised after global routing: false
Arrival @ worst endpoint: 82.18 ns
Max stage delay on crit path: 0.84 ns
Initial antenna violation count: 10
Number of global-route vias before repair: 35400
WS Path Type: primary input to primary output
Drt first pass iters: 6
Final HPWL DP: 116 mm
Via density: 5.53
Post-CTS Hold Fix Bufs: 0
Final setup violation count: 0
FP Rows: 115
GRT met2 Usage: 44.8%
Final GP Congestion: 1.03
Post-Syn Area: 39600 sq um
PostCTS Resize Cnt: 0
Ys Warns: 6
Drc violations: 0
Worst setup SP type: primary input
WL per Instance: 22.1 microns
Final period util: 70.7%
Placeable Area: 98300 sq um
Max Cap Viol: 0
Number of clock buffers in the layout: 0
Actual slew at the worst max-slew pin: 0.947 ns
Worst EP required: 129.60 ns
Hold WC Path Type: primary input to primary output
M3 GR Usage: 8.00%
Filler cell count: 9735
Global-route wire length before repair: 220 mm
# Cells Yosys: 5013
GR Layer Usage met1: 44.2%
Min Hold Slack: 65.76 ns
Synth Seq Share: 0%
Full die area: 100000 sq um
Max transition margin: 36.1%
Layout cell share with drive strength beyond 1: 5.57%
Area growth syn-to-layout: 10.5%
Mean Syn Cell Area: 7.90 sq um
ANT nets after route: 0
Critical-path maximum fanout: 49
Total gr overflow: 0
Vias: 35800
Fin. max-slew vios: 0
Post-CTS Setup Bufs: 0
Initial drt markers: 2499
Log Warnings: 34
Final instance area: 43700 sq um
YS chip area: 39600 sq um
Drt total wl: 143 mm
Die y size: 317 microns
Grt peak-use layer: met2
# IOs: 324
Die W: 317 microns
Crit path top cell by count: ha_1
Initial Util: 40.3%
Sequential Area: 0 sq um
# port buffers: 268
Launch point of the critical path: useInmediate
Final TNS setup: 0 ns
Pin count of the biggest net entering global routing: 60
Crit. End Element: primary output
worst paths after layout:
| check | end | slack, ns | cells past startpoint |
|---|---|---|---|
| hold / removal | out[47] | 65.76 | 4 |
| setup / recovery | Z | 47.42 | 189 |
cell usage in the layout, fill, tap and decap left out, types with 102 or more instances in the layout:
cell,netlist,layout
inv_1,679,679
fa_1,525,525
ha_1,477,477
nand2_1,461,461
nor2_1,367,364
xnor2_1,318,315
and2_1,294,294
clkdlybuf4s50_1,0,263
a21oi_1,215,215
o21ai_0,169,169
buf_4,69,117
o21a_1,112,112
nor3_1,102,102
metrics by stage:
step | std cells | setup WS [ns] | util, %
after floorplan | 5069 | 53.99 | -
after detailed placement | 6475 | 48.50 | 44.5
after global placement | 6475 | 49.15 | 44.5
after global routing | 6481 | 44.04 | 44.5
final | 6483 | 47.42 | 44.5
after CTS | 6475 | 48.37 | 44.5
final cells by class:
| type | count | area, sq um | share of cell area, % |
|---|---|---|---|
| multi-input cells | 4115 | 36000 | 82.3 |
| repair buffers | 385 | 3540 | 8.09 |
| inverters | 688 | 2580 | 5.91 |
| well taps | 1287 | 1610 | 3.68 |
| diodes | 8 | 20.0 | 0.0458 |
logic make-up (layout without fill, tap and decap cells):
kind of cell / after synthesis / after routing / synth area share [%]
AND/OR/NAND/NOR: 1594 / 1594 / 20.0
other: 2 / 66 / 0.0190
AND-OR/OR-AND: 956 / 956 / 16.7
multiplexers: 84 / 84 / 2.41
buffers and inverters: 954 / 1073 / 9.91
XOR/XNOR: 421 / 421 / 9.35
adder cells (fa/ha/maj): 1002 / 1002 / 41.6
synthesized netlist by cell type (all sizes together), types with 11 or more instances:
cell type / instances / share of area [%]
a22oi: 14 / 0.29
buf: 101 / 1.8
a221oi: 11 / 0.26
o22ai: 15 / 0.25
a31oi: 28 / 0.46
nor2: 370 / 3.5
mux2i: 36 / 1.0
and2: 294 / 4.6
o21a: 112 / 2.1
or2: 32 / 0.51
clkbuf: 165 / 1.6
nor4: 25 / 0.50
nor3: 105 / 1.4
o21ai: 174 / 2.2
ha: 477 / 15
a311oi: 27 / 0.60
a21oi: 217 / 2.8
fa: 525 / 27
o41ai: 12 / 0.36
xor2: 102 / 2.3
xnor2: 319 / 7.1
mux2: 48 / 1.4
inv: 683 / 6.5
nor2b: 86 / 1.4
or3: 29 / 0.46
nand4: 31 / 0.51
nand2: 463 / 4.4
o31ai: 22 / 0.43
nand2b: 37 / 0.58
a21o: 70 / 1.3
a211oi: 42 / 0.82
and3: 15 / 0.24
o21bai: 21 / 0.41
nand3: 64 / 0.82
o211ai: 43 / 0.85
critical path, delay by kind of cell:
family | cells | cell delay, ns
buf+inv | 15 | 3.62
simple gates | 59 | 15.36
compound gates | 86 | 22.07
mux | 6 | 1.97
fa+ha+maj | 21 | 6.36
xor+xnor | 2 | 0.28
layer usage:
metal	wire length, microns	part of all wire, %
met1	61900	43
met4	5580	3.9
met5	88	0.061
met3	12900	9.0
met2	63000	44
