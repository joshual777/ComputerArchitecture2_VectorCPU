[flow/config.mk]
export PLATFORM = sky130hd
export DESIGN_NAME = Decode
export DESIGN_NICKNAME = Decode
export VERILOG_FILES = /design/flow/design.v
export SDC_FILE = /design/flow/constraint.sdc
export NUM_CORES = 4
export LEC_CHECK = 1
export CORE_UTILIZATION = 30
[flow/constraint.sdc]
current_design Decode

set clk_period 1.8
set clk_io_pct 0.2

create_clock -name clk0 -period $clk_period

set non_clock_inputs [all_inputs -no_clocks]
set_input_delay [expr $clk_period * $clk_io_pct] -clock clk0 $non_clock_inputs
set_output_delay [expr $clk_period * $clk_io_pct] -clock clk0 [all_outputs]
[flow/design.v]
module Decode #(parameter DATA_WIDTH = 19,  
						parameter WIDTH = 8,
					parameter VECTOR_SIZE = 8,
					parameter SCALAR_REGNUM = 16, parameter VECTOR_REGNUM = 16, 
					parameter ADDRESS_WIDTH = 4, parameter OPCODE_WIDTH = 5, 
					parameter INSTRUCTION_WIDTH = 32)
	(input logic clock, reset, writeEnableScalar, writeEnableVector,
	 input logic [ADDRESS_WIDTH-1:0] writeAddress,
	 input logic [DATA_WIDTH-1:0] writeScalarData,
	 input logic [VECTOR_SIZE-1:0][WIDTH-1:0] writeVectorData,
	 input logic [INSTRUCTION_WIDTH-1:0] instruction,
	 output logic [DATA_WIDTH-1:0] reg1ScalarContent, reg2ScalarContent, inmediate,
	 output logic [VECTOR_SIZE-1:0][WIDTH-1:0] reg1VectorContent, reg2VectorContent,
	 output logic [ADDRESS_WIDTH-1:0] regDestinationAddress, reg1Address, reg2Address,
	 output logic [OPCODE_WIDTH-1:0] opcode
	 );
	assign reg1Address = instruction[22:19];
	assign reg2Address = instruction[18:15];
	assign regDestinationAddress = instruction[26:23];
	assign inmediate[18:0] = instruction[18:0];
	assign opcode = instruction[31:27];
	scalarRegFile #(.DATA_WIDTH(DATA_WIDTH), 
						 .REGNUM(SCALAR_REGNUM), 
						 .ADDRESSWIDTH(ADDRESS_WIDTH)
						 ) scalarRegFile
	(.clk(!clock),
	.we3(writeEnableScalar),
	.ra1(reg1Address), .ra2(reg2Address), .wa3(writeAddress),
   .wd3(writeScalarData),
	.rd1(reg1ScalarContent), .rd2(reg2ScalarContent));
	vectorRegFile #(.DATA_WIDTH(WIDTH), 
						 .REGNUM(VECTOR_REGNUM), 
						 .ADDRESSWIDTH(ADDRESS_WIDTH),
						 .VECTOR_SIZE(VECTOR_SIZE))
	vectorRegFile
	(.clk(!clock),
	.we3(writeEnableVector),
	.ra1(reg1Address), .ra2(reg2Address), .wa3(writeAddress),
   .wd3(writeVectorData),
	.rd1(reg1VectorContent), .rd2(reg2VectorContent));
endmodule
module scalarRegFile #(parameter DATA_WIDTH = 19, parameter REGNUM = 16, parameter ADDRESSWIDTH = 4)
	(input logic clk,
	input logic we3,
	input logic [ADDRESSWIDTH-1:0] ra1, ra2, wa3,
	input logic [DATA_WIDTH-1:0] wd3,
	output logic [DATA_WIDTH-1:0] rd1, rd2);
	logic [DATA_WIDTH-1:0] registers[REGNUM-1:0];
	always_ff @(posedge clk)
		if (we3) registers[wa3] <= wd3;
	always_comb begin
		rd1 = registers[ra1];
		rd2 = registers[ra2];
	end
endmodule
module vectorRegFile #(parameter DATA_WIDTH = 8, parameter VECTOR_SIZE = 8, parameter REGNUM = 16, parameter ADDRESSWIDTH = 4)
	(input logic clk,
	input logic we3,
	input logic [ADDRESSWIDTH-1:0] ra1, ra2, wa3,
	input logic [VECTOR_SIZE-1:0][DATA_WIDTH-1:0] wd3,
	output logic [VECTOR_SIZE-1:0][DATA_WIDTH-1:0]rd1, rd2);
	logic [VECTOR_SIZE-1:0][DATA_WIDTH-1:0] registers[REGNUM-1:0];
	always_ff @(posedge clk) begin
		if (we3)
				registers[wa3] <= wd3;
	end
	always_comb begin
		rd1 = registers[ra1];
		rd2 = registers[ra2];
	end
endmodule
[flow/run.sh]
#!/bin/bash
# OpenROAD 26Q1-2900-gdf79404cd8, Yosys 0.63+post, stock flow scripts
make -C /OpenROAD-flow-scripts/flow DESIGN_CONFIG=/design/flow/config.mk WORK_HOME=/design/flow/orfs finish
==> flow_summary.json <==
{
  "status": "finished, violations left",
  "violations": "negative setup slack",
  "intPower_uw": 7789,
  "hpwl_um": 111800,
  "worst_ep_arrival_time_ps": 2160,
  "setup_slack_ps": -718.5,
  "cp-end-kind": "output pin",
  "via_per_inst": 5.351,
  "p_sw_uw": 4835,
  "crit_type": "in -> out",
  "clkPwrFrac": 0,
  "syn_avg_cell_area_um2": 21.27,
  "rows": 163,
  "syn-cell-area_um2": 59610,
  "fmax_mhz": 397.1,
  "yosys-stat-cells": 2802,
  "rsz0062_at_grt": "true",
  "routed_wire_length_per_instance_um": 29.59,
  "worst_ep_required_time_ps": 1440,
  "untimed_endpoints": 2656,
  "cp_top_family": "buffers and inverters",
  "finish.utilization": 0.3865,
  "cp-endpoint": "reg1VectorContent[28]",
  "die_h_um": 447.7,
  "place_congestion": 0.8659,
  "routed_wirelength_um": 185400,
  "ant_nets": 0,
  "path_buffers": 3,
  "setup.worst_path.start": "instruction[19]",
  "setup_violations": 166,
  "worst_setup_path_start_kind": "input pin",
  "gr-total-overflow": 0,
  "post_synth_num_cell_types": 18,
  "drc": 0,
  "p_sw_frac": 0.3830,
  "ctsHoldBuffers": 0,
  "layout-drive-gt1-share": 0.5494,
  "grt_usage": 0.1935,
  "slew_viol_final": 0,
  "grt_pass1_wl_um": 255100,
  "ys.flops": 1328,
  "grt_max_degree": 172,
  "fp_util": 0.3019,
  "first_global_vias": 35590,
  "max_slew_margin": 0.3749,
  "core-area_um2": 197400,
  "finalCritPeriodShare": 1.399,
  "fin_tns_setup_ps": -82330,
  "power_density_nw_per_um2": 165.4,
  "die_area_um2": 200500,
  "worst_path_largest_cell_delay_ps": 520,
  "crit_path_max_fanout": 13,
  "syn_to_final_growth_pct": 28.02,
  "synth_warnings": 2,
  "top_area_frac": 0.6690,
  "topCellsByArea": "edfxtp_1 67%, mux4_2 25%, a22oi_1 4.2%, nand2_1 1.1%, clkbuf_1 0.65%",
  "drt_iter0_markers": 1973,
  "log.warning_count": 46,
  "vias": 33520,
  "p_comb_frac": 0.755,
  "syn_inst": 2802,
  "p_seq_frac": 0.245,
  "hold_violations": 0,
  "crit_cells": 6,
  "dr.pass1.iters": 7,
  "portBuffers": 276,
  "vdd_drop_max_v": 0.0001160,
  "unclocked_regs": 1328,
  "ys_seq_share": 0.6690,
  "die_w_um": 447.7,
  "slowest_stage": "mux4_2",
  "worst_pin_slew_ps": 936.6,
  "p_leak_uw": 0.02487,
  "hold_path.class": "in -> out",
  "crit_chain": "buf_16 -> buf_12 -> mux4_2 -> a22oi_2 -> nand2_1 -> clkdlybuf4s50_1",
  "pin_count": 325,
  "antenna_found_initial": 23,
  "yosys_area_um2": 59610,
  "top_area_cell": "edfxtp_1",
  "min_period_ps": 2518,
  "drv_cap": 0
}
synth_stat cells, drive strengths merged:
master and instances:
a22oi 332, nand2 167, and2 2, nand2b 2, or3b 2, inv 1, edfxtp 1328, mux4 664
nor2b 4, clkbuf 104, nor2 34, buf 155, nand3b 4, or2 1, nand3 2
repair_timing:
action,CTS,global route
pin swaps,95,289
endpoints found under the setup margin,175,169
buffers inserted,93,347
gates cloned,40,25
gates resized,474,642
state kept, by name (all words and copies together), names as in the netlist:
name                     flops
scalarRegFile.registers    304
vectorRegFile.registers   1024
power groups by stage:
stage / Sequential [µW] / Combinational (µW) / Clock [µW]
after CTS: 3100 / 8700 / 0
after global routing: 3180 / 10100 / 0.000375
final: 3100 / 9530 / 0.000378
cells by family (layout without fill, tap and decap cells):
group | Yosys count | after routing | synth area share
AOI/OAI and AO/OA | 332 | 332 | 0.04181
buffers and inverters | 260 | 1078 | 0.02370
DFF | 1328 | 1328 | 0.6690
muxes | 664 | 664 | 0.2509
other | 0 | 5 | 0
and+or+nand+nor | 218 | 218 | 0.01457
through the flow:
step / setup slack, ps / hold WS (ps) / cells / power, µW / instance area, µm²
after floorplan: -33.59 / 786.4 / 2802 / 7993 / 60200
after global placement: -1229 / 720.0 / 5799 / 10760 / 68790
after detailed placement: -1194 / 720.0 / 5799 / 10800 / 68790
after CTS: -843.5 / 720.0 / 5931 / 11800 / 72060
after global routing: -733.3 / 720.0 / 6265 / 13280 / 76310
final: -718.5 / 720.0 / 6265 / 12620 / 76310
area by class of cell:
type,instances,area [µm²]
timing repair buffer,1077,13030
inverter,1,11.26
sequential,1328,39880
antenna,5,12.51
fill,17440,121100
tap,2640,3303
multi-input combinational,1214,20070
cells in the final DEF, fill, tap and decap left out:
master,count
nand2_1,99
nor2_4,18
buf_2,36
buf_4,364
buf_16,61
clkbuf_2,90
nand2b_1,2
inv_8,1
nand3b_1,4
clkdlybuf4s50_1,105
diode_2,5
buf_6,143
nor2_2,16
nand2_4,4
mux4_2,664
edfxtp_1,1328
nand2_2,64
and2_4,2
a22oi_1,61
buf_8,51
a22oi_2,271
nor2b_4,4
clkbuf_16,25
or2_2,1
nand3_1,2
or3b_1,2
bufbuf_16,8
buf_12,166
dlymetal6s2s_1,28
routing by layer:
metal / global-route usage / vias up / share of wire
met1: 0.2172 / 17240 / 0.32
met4: 0.05591 / 18 / 0.038
li1: - / 13870 / -
met5: 0.002930 / - / 0.00099
met2: 0.3140 / 2158 / 0.51
met3: 0.1136 / 244 / 0.13
worst min-delay path by stage:
stage | from | cells past startpoint | to
after CTS | instruction[14] | 0 | inmediate[14]
after global routing | instruction[13] | 0 | inmediate[13]
final | instruction[0] | 0 | inmediate[0]
Power and IR drop assume default switching activity.
