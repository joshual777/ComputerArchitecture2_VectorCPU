==> design.v <==
module adder #(parameter WIDTH = 19)
	(input logic [WIDTH-1:0] a, b,
	output logic [WIDTH-1:0] out);
	assign out = a + b;
endmodule
==> run.sh <==
#!/bin/bash
# OpenROAD 26Q1-2900-gdf79404cd8, Yosys 0.63+post, stock flow scripts
make -C /OpenROAD-flow-scripts/flow DESIGN_CONFIG=/design/flow/config.mk WORK_HOME=/design/flow/orfs finish
==> config.mk <==
export PLATFORM = sky130hd
export DESIGN_NAME = adder
export DESIGN_NICKNAME = adder
export VERILOG_FILES = /design/flow/design.v
export SDC_FILE = /design/flow/constraint.sdc
export NUM_CORES = 4
export LEC_CHECK = 1
export CORE_AREA = 10 10 70 70
export DIE_AREA = 0 0 80 80
==> constraint.sdc <==
current_design adder

set clk_period 12.8
set clk_io_pct 0.2

create_clock -name clk0 -period $clk_period

set non_clock_inputs [all_inputs -no_clocks]
set_input_delay [expr $clk_period * $clk_io_pct] -clock clk0 $non_clock_inputs
set_output_delay [expr $clk_period * $clk_io_pct] -clock clk0 [all_outputs]
==> qor.csv <==
stage,metric,value,unit
synthesis,top-count cell post-synth,sky130_fd_sc_hd__ha_1,
routing,vias,1009,
clock_tree,CTS Hold Buffers Added,0,
synthesis,portion of the post-synthesis area used by sequential elements,0,%
floorplanning,number of top-level pins,57,
routing,First-pass DRT Iterations,4,
floorplanning,standard cell core area,3420,um^2
cells_and_area,sequential cells,0,
cells_and_area,sequential cell area,0,um^2
routing,n_diodes,0,
grt,number of global-route vias before repair,1030,
synthesis,leading post-synthesis cells by instance count,"sky130_fd_sc_hd__ha_1 (18), sky130_fd_sc_hd__a21oi_1 (15), sky130_fd_sc_hd__xnor2_1 (11)",
routing,final routed wirelength across all metal layers,2700,um
synthesis,number of instances in the synthesized netlist,117,
floorplanning,Die Area,6400,um^2
pwr,static leakage power,0.617,nW
cells_and_area,total of clock buffers placed in the layout,0,
cells_and_area,ratio of cells with drive above 1 in the final layout,1.73,%
placed_design,minimum setup slack after placement,5.01,ns
synthesis,top cells by area in the synthesized netlist,"sky130_fd_sc_hd__ha_1 (27%), sky130_fd_sc_hd__xnor2_1 (11%), sky130_fd_sc_hd__a21oi_1 (8.9%)",
critical_path,"slowest stage delay, CP",0.49,ns
grt,initial antenna violation count,0,
routing,post-route antenna net violation count,0,
routing,detailed-route wire length per cell,12.3,um
final_timing,Fin Setup TNS,0,ns
critical_path,Critical Path RT,10.24,ns
pwr,Power per Cell Area,52.2,nW/um^2
synthesis,cell type with the highest aggregate area in the netlist,sky130_fd_sc_hd__ha_1,
final_timing,Worst Tran Pin Value,0.395,ns
critical_path,Critical Setup Path Class,input pin to output port,
synthesis,yosys warning tally,0,
critical_path,buffer-and-inverter tally for the worst setup path,3,
clock_tree,Resized cells post-CTS,0,
placed_design,final weighted congestion in routability-driven placement,0.854,
critical_path,Worst Path Arrival,5.19,ns
synthesis,count of instantiated cells in the yosys netlist,117,
pwr,Worst IR Drop VDD,0.0189,mV
grt,GRT Overall Usage,8.24,%
placed_design,detailed placement HPWL,2490,um
cells_and_area,end-of-flow core utilization,43.1,%
cells_and_area,number of fill cells in the layout,349,
final_timing,highest clock rate,0.129,GHz
grt,global route overflow,0,
cells_and_area,post-route insts no fill,219,
floorplanning,Die X-Extent,80,um
job,count of max-cap constraint violations,0,
synthesis,number of distinct library cell variants in the gate-level netlist after synthesis,33,
critical_path,CP dominant cell by count,sky130_fd_sc_hd__clkdlybuf4s50_1,
floorplanning,starting density of the core,24.8,%
final_timing,Final Hold Violation Tally,0,
placed_design,total of buffers placed on input and output ports,57,
final_timing,post-route minimum period,7.75,ns
routing,number of remaining DRC errors,0,
final_timing,share of the clock period used by the worst path after layout,60.6,%
grt,maximum number of pins on one net before global-route repair,8,
grt,global-route wire length before repair,4530,um
critical_path,critical path cell sequence,clkdlybuf4s50_1 -> ha_1 -> inv_1 -> fa_1 -> nand2b_1 -> a21oi_1 -> o2111ai_1 -> o21ai_1 -> a31oi_1 -> xnor2_1 -> clkdlybuf4s50_1,
critical_path,kind of end point of the critical path,output port,
critical_path,cell at the slowest stage of the critical path,sky130_fd_sc_hd__clkdlybuf4s50_1,
final_timing,Max Transition Viols Final,0,
synthesis,post-synthesis instance area,847,um^2
hold_path,Hold WC Path Type,input pin to output port,
critical_path,cell class contributing the biggest share of worst-path delay,buffers and inverters,
placed_design,cell total after placement,219,
final_timing,setup repair after global routing missed its margin,no,
critical_path,biggest fanout along the worst timing path,3,
cells_and_area,Layout area overhead,73.7,%
floorplanning,Core Rows,21,
final_timing,final critical-path setup slack,5.05,ns
synthesis,Max-area cell share,26.6,%
final_timing,tightest slew margin relative to the limit,73.6,%
routing,via count normalized by instance count,4.61,
final_timing,Setup-failing EPs final,0,
critical_path,Worst Setup Start Kind,input pin,
synthesis,per-instance average area after synthesis,7.24,um^2
synthesis,area reported by Yosys stat,847,um^2
pwr,Pwr Total,76.8,uW
routing,Iteration-0 DRC Markers,43,
run_status,status,"finished, final reports clean",
clock_tree,number of buffers added for setup after CTS,0,
job,OpenROAD warnings,32,
floorplanning,Die Ht,80,um
tightest hold or removal path: stages:
cell,delay [ns]
sky130_fd_sc_hd__clkdlybuf4s50_1,0.45
sky130_fd_sc_hd__ha_1,0.12
sky130_fd_sc_hd__clkdlybuf4s50_1,0.46
final timing paths:
kind	startpoint	endpoint	slack, ns	depth (start not counted)
max	a[0]	out[16]	5.05	11
min	b[0]	out[0]	6.16	3
stage by stage:
step           hold slack (ns)  instance area (um^2)
5_1_grt                   6.18                  1470
6_report                  6.16                  1470
3_3_place_gp              6.16                  1470
2_1_floorplan             5.19                   847
3_5_place_dp              6.16                  1470
4_1_cts                   6.16                  1470
area by class of cell:
class | instances | area, um^2 | area share (%)
inverters | 5 | 18.8 | 1.28
multi-input cells | 111 | 825 | 56.0
well taps | 46 | 57.6 | 3.91
repair buffers | 57 | 571 | 38.8
metal layers:
layer / wire length [um] / GRT usage (%)
met1: 1210 / 10.1
met4: 0 / 0
met2: 1340 / 15.2
met5: 0 / 0
met3: 149 / 1.48
cell usage in the layout (no fill, tap or decap), types with 3 or more instances in the layout:
cell,n
sky130_fd_sc_hd__a21o_1,5
sky130_fd_sc_hd__a21oi_1,15
sky130_fd_sc_hd__clkdlybuf4s50_1,57
sky130_fd_sc_hd__ha_1,18
sky130_fd_sc_hd__inv_1,5
sky130_fd_sc_hd__nand2_1,8
sky130_fd_sc_hd__nand2b_1,3
sky130_fd_sc_hd__nor2_1,10
sky130_fd_sc_hd__nor2b_1,4
sky130_fd_sc_hd__o21ai_0,3
sky130_fd_sc_hd__o21ai_1,4
sky130_fd_sc_hd__xnor2_1,11
sky130_fd_sc_hd__xor2_1,5
report_power, final:
group,internal (mW),switching [mW]
sequential,0,0
clock,0,0
combinational,0.0496,0.0272
logic make-up (layout without fill, tap and decap cells):
| family | Yosys count | count (layout) | synth area share [%] |
|---|---|---|---|
| xor+xnor | 16 | 16 | 16.5 |
| fa+ha+maj | 19 | 19 | 29.0 |
| compound gates | 42 | 42 | 32.2 |
| simple gates | 34 | 34 | 19.6 |
| buf+inv | 6 | 62 | 2.66 |
No activity file was given, so power comes from the tool's default toggle rates.
